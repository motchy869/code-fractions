**flow/design.v**
```verilog
`default_nettype none
module skid_buf_too_complicated_diag #(
    parameter int unsigned BIT_WIDTH_DATA = 8  
)(
    input wire logic i_clk,  
    input wire logic i_sync_rst,  
    input wire logic i_us_valid,
    input wire logic [BIT_WIDTH_DATA-1:0] i_us_data,  
    output wire logic o_us_ready,  
    input wire logic i_ds_ready,
    output wire logic [BIT_WIDTH_DATA-1:0] o_ds_data,  
    output wire logic o_ds_valid  
);
typedef struct packed {
    logic idx;  
    logic phase;  
} buf_ptr_t;
var logic [1:0][BIT_WIDTH_DATA-1:0] r_fifo_buf;  
var buf_ptr_t r_rd_ptr;  
var buf_ptr_t r_wr_ptr;  
wire g_buf_full;  
assign g_buf_full = r_rd_ptr.idx == r_wr_ptr.idx && r_rd_ptr.phase != r_wr_ptr.phase;
wire g_buf_empty;  
assign g_buf_empty = r_rd_ptr.idx == r_wr_ptr.idx && r_rd_ptr.phase == r_wr_ptr.phase;
wire g_push_en;  
assign g_push_en = i_us_valid && o_us_ready;
wire g_pop_en;  
assign g_pop_en = o_ds_valid && i_ds_ready;
assign o_us_ready = i_sync_rst ? 1'b0 : !g_buf_full;
assign o_ds_valid = !g_buf_empty;
assign o_ds_data = r_fifo_buf[r_rd_ptr.idx];
always_ff @(posedge i_clk) begin: blk_update_wr_ptr
    if (i_sync_rst) begin
        r_wr_ptr <= '0;
    end else if (g_push_en) begin
        r_wr_ptr.idx <= ~r_wr_ptr.idx;
        if (r_wr_ptr.idx) begin
            r_wr_ptr.phase <= ~r_wr_ptr.phase;
        end
    end
end
always_ff @(posedge i_clk) begin: blk_update_rd_ptr
    if (i_sync_rst) begin
        r_rd_ptr <= '0;
    end else if (g_pop_en) begin
        r_rd_ptr.idx <= ~r_rd_ptr.idx;
        if (r_rd_ptr.idx) begin
            r_rd_ptr.phase <= ~r_rd_ptr.phase;
        end
    end
end
always_ff @(posedge i_clk) begin: blk_update_fifo_buf
    if (i_sync_rst) begin
        r_fifo_buf <= '0;
    end else if (g_push_en) begin
        r_fifo_buf[r_wr_ptr.idx] <= i_us_data;
    end
end
endmodule
`default_nettype wire
```
**flow/run.sh**
```bash
#!/bin/bash
# OpenROAD 26Q1-2900-gdf79404cd8, Yosys 0.63+post, stock flow scripts
make -C /OpenROAD-flow-scripts/flow DESIGN_CONFIG=/design/flow/config.mk WORK_HOME=/design/flow/orfs finish
```
**flow/config.mk**
```make
export PLATFORM = sky130hd
export DESIGN_NAME = skid_buf_too_complicated_diag
export DESIGN_NICKNAME = skid_buf_too_complicated_diag
export VERILOG_FILES = /design/flow/design.v
export SDC_FILE = /design/flow/constraint.sdc
export NUM_CORES = 4
export LEC_CHECK = 1
export CORE_AREA = 10 10 81 81
export DIE_AREA = 0 0 91 91
```
**flow/constraint.sdc**
```tcl
current_design skid_buf_too_complicated_diag

set clk_period 7.0
set clk_io_pct 0.2

create_clock -name clk0 -period $clk_period [get_ports {i_clk}]

set non_clock_inputs [all_inputs -no_clocks]
set_input_delay [expr $clk_period * $clk_io_pct] -clock clk0 $non_clock_inputs
set_output_delay [expr $clk_period * $clk_io_pct] -clock clk0 [all_outputs]
```
==> impl_metrics.csv <==
group,metric,value,unit
status,outcome,"finished, final reports clean",
timing,maxClockFrequency,254.2,MHz
setup_path,cp_max_fo,6,
clock_tree,cts-resized-gates,0,
job,max_cap_violations,0,
worst_hold_path,min_path_cells,2,
logic_synthesis,netlist_instances,97,
detailed_routing,wl_per_cell,10.85,um
clock_tree,ctsHoldBuffers,0,
grt,grt_pass1_wl,3443,um
setup_path,r2r_start,"r_rd_ptr[1]$_SDFFE_PP0P_",
timing,hold_viol,0,
clock_tree,clk_path_buf_depth,2,
power,powerDensity,233.2,nW/um^2
grt,grt_usage,4.911,%
setup_path,cp-startpoint,"i_sync_rst",
logic_synthesis,synth_area,942.2,um^2
logic_synthesis,topCellsByArea,"dfxtp_1 (42%), mux2i_1 (18%), mux2_2 (9.6%)",
clock_tree,clk_latency,0.26,ns
power,power.total,0.0002970,W
logic_synthesis,synth.top_cell.area_share,42.50,%
setup_path,slowest_stage,"clkdlybuf4s50_1",
floorplan,ioPinCount,22,
setup_path,endpoint,"o_us_ready",
clock_tree,htree_levels,1,
worst_hold_path,min_path_type,"register to register",
detailed_routing,drc_errors,0,
timing,rsz0062_at_grt,"false",
floorplan,fp-utilization,19.56,%
setup_path,critPathMostFrequentCell,"clkdlybuf4s50_1",
timing,holdWs,0.4582,ns
setup_path,rr_worst_depth,3,
logic_synthesis,yosys.area.top_type,"dfxtp_1",
setup_path,required,5.60,ns
detailed_routing,dr_total_vias,689,
setup_path,critPathLaunchType,"primary input",
job,tool_warnings,25,
setup_path,r2r_slack,5.09,ns
timing,slew_headroom,51.25,%
setup_path,cpPeakStageDelay,0.50,ns
placed_design,place_hpwl,1460,um
logic_synthesis,ys_warn_count,1,
placed_design,routabilityCongestion,0.7304,
timing,setup_tns,0,ns
layout,fillers,533,
grt,antenna_found_initial,0,
logic_synthesis,ys_area,942.2,um^2
power,irDropWorstVdd,0.00008856,V
placed_design,dp_slack,3.050,ns
floorplan,core_area,4817,um^2
timing,layout_min_cycle_time,3.935,ns
timing,worst_pin_slew,0.7313,ns
logic_synthesis,syn_area_per_cell,9.713,um^2
timing,finalCritPeriodShare,56.21,%
logic_synthesis,ys_cells,97,
detailed_routing,first_pass_iters,2,
clock_tree,cts-buffers-inserted,3,
grt,grt_overflow,0,
timing,setup_violations,0,
detailed_routing,via_per_inst,3.745,
clock_tree,cts-root-buf,"clkbuf_8",
layout,final_cell_mix,"clkdlybuf4s50_1 (21), nand2_1 (20), dfxtp_1 (20)",
clock_tree,cts_sinks,20,
power,power.leakage,0.5788,nW
clock_tree,post-cts-setup-buffer-count,0,
setup_path,worstSetupPathType,"primary input to primary output",
floorplan,dieArea,8281,um^2
floorplan,rows,25,
detailed_routing,drt-total-wl,1997,um
logic_synthesis,yosys.stat.seqShare,42.50,%
clock_tree,cts_tree,"built",
logic_synthesis,ys.flops,20,
timing,drv_slew,0,
setup_path,arrival,2.53,ns
setup_path,critPathTopFamily,"buffers and inverters",
floorplan,die_y,91,um
setup_path,cp_cell_sequence,"clkdlybuf4s50_1, a21oi_1, clkdlybuf4s50_1",
detailed_routing,route.antenna.remaining_nets,0,
detailed_routing,n_antenna_cell,0,
floorplan,die_x,91,um
setup_path,critPathBufInv,2,
layout,post-route-util,26.44,%
timing,skew,0.004058,ns
detailed_routing,drt_iter0_markers,37,
timing,postLayoutSetupSlackWorst,3.065,ns
logic_synthesis,synth.distinct_cells,22,
layout,layout-drive-gt1-share,12.82,%
grt,grt_max_degree,19,
grt,grt_pass1_vias,742,
setup_path,crit_cells,3,
placed_design,portBuffers,21,
setup_path,cp-end-kind,"primary output",
layout,synthToLayoutAreaGrowth,35.19,%
clock_tree,cts.clk_slew.worst_paths,0.08,ns
layout,final_common_cell,"clkdlybuf4s50_1",
## routing by layer
metal | vias up | global-route usage [%] | wire length (um)
met4 | 0 | 1.436 | 42
met2 | 12 | 8.711 | 1016
met1 | 314 | 5.640 | 836
met3 | 2 | 1.328 | 101
met5 | - | 0 | 0
li1 | 361 | - | -
## worst register-to-register path: stages (launching register included)
cell	delay, ns
dfxtp_1	0.77
inv_1	0.16
o2111ai_2	0.66
mux2i_1	0.26
## stage by stage
stage	instance area, um^2	std cells
3_3_place_gp	1202	180
4_1_cts	1274	184
6_report	1274	184
5_1_grt	1274	184
3_5_place_dp	1202	180
2_1_floorplan	942.2	97
## cells by family after synthesis
kind of cell | share of synthesized area, %
simple gates | 10.76
compound gates | 7.967
buf+inv | 7.569
xor+xnor | 3.586
mux | 27.62
flops | 42.50
## power by group
group          switching [W]  internal [W]   total, W
sequential        0.00000943      0.000123   0.000132
clock              0.0000383     0.0000763   0.000115
combinational      0.0000178     0.0000326  0.0000504
## worst min-delay path by stage
stage	endpoint	startpoint	slack (ns)
6_report	register	register	0.46
5_1_grt	register	register	0.48
4_1_cts	register	register	0.46
## cells in the mapped netlist
library cell,count
a211oi_1,2
dfxtp_1,20
nor3_1,1
nand2b_1,1
buf_6,1
xnor2_1,1
a21oi_1,3
buf_2,3
xor2_1,1
buf_4,1
o21ai_4,1
clkinv_1,1
a311oi_1,1
inv_1,9
mux2_2,8
o21ai_0,1
xnor2_2,1
nor2_1,2
nor3b_1,1
o2111ai_2,1
nand2_1,20
mux2i_1,17
## area by class of cell
| type | instances | area, um^2 | area share, % |
|---|---|---|---|
| clock buffers | 3 | 41.29 | 3.242 |
| clock inverters | 1 | 30.03 | 2.358 |
| inverters | 10 | 37.54 | 2.947 |
| multi-input cells | 62 | 470.5 | 36.94 |
| flip-flops and latches | 20 | 400.4 | 31.43 |
| well taps | 67 | 83.83 | 6.582 |
| repair buffers | 21 | 210.2 | 16.50 |
Power figures rest on the tool's default switching activity, not on a simulated workload.
